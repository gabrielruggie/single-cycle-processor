[config.mk]
export PLATFORM = sky130hd
export DESIGN_NAME = DecodeExecuteRegister
export DESIGN_NICKNAME = DecodeExecuteRegister
export VERILOG_FILES = /design/flow/design.v
export SDC_FILE = /design/flow/constraint.sdc
export NUM_CORES = 4
export LEC_CHECK = 1
export CORE_UTILIZATION = 40
[constraint.sdc]
current_design DecodeExecuteRegister

set clk_period 1.0
set clk_io_pct 0.2

create_clock -name clk0 -period $clk_period [get_ports {clk}]

set non_clock_inputs [all_inputs -no_clocks]
set_input_delay [expr $clk_period * $clk_io_pct] -clock clk0 $non_clock_inputs
set_output_delay [expr $clk_period * $clk_io_pct] -clock clk0 [all_outputs]
[design.v]
module dff (q, d, wen, clk, rst);
    output         q;  
    input          d;  
    input 	   wen;  
    input          clk;  
    input          rst;  
    reg            state;
    assign q = state;
    always @(posedge clk) begin
      state = rst ? 0 : (wen ? d : state);
    end
endmodule
module BitCell (
	input clk,
	input rst,
	input D,
	input write_en,
	input read_en1,
	input read_en2,
	inout bitline1,
	inout bitline2
);
	wire out;
	dff ff ( .q(out), .d(D), .wen(write_en), .clk(clk), .rst(rst) );
	assign bitline1 = read_en1 ? out : 1'bz;
	assign bitline2 = read_en2 ? out : 1'bz;
endmodule
module Register(
    input clk,
    input rst,
    input[15:0] D,
    input write_en,
    input read_en1,
    input read_en2,
    inout[15:0] bitline1,
    inout[15:0] bitline2
);
    BitCell bc0 ( .clk(clk), .rst(rst), .D(D[0]), .write_en(write_en), .read_en1(read_en1), .read_en2(read_en2), .bitline1(bitline1[0]), .bitline2(bitline2[0]) );
    BitCell bc1 ( .clk(clk), .rst(rst), .D(D[1]), .write_en(write_en), .read_en1(read_en1), .read_en2(read_en2), .bitline1(bitline1[1]), .bitline2(bitline2[1]) );
    BitCell bc2 ( .clk(clk), .rst(rst), .D(D[2]), .write_en(write_en), .read_en1(read_en1), .read_en2(read_en2), .bitline1(bitline1[2]), .bitline2(bitline2[2]) );
    BitCell bc3 ( .clk(clk), .rst(rst), .D(D[3]), .write_en(write_en), .read_en1(read_en1), .read_en2(read_en2), .bitline1(bitline1[3]), .bitline2(bitline2[3]) );
    BitCell bc4 ( .clk(clk), .rst(rst), .D(D[4]), .write_en(write_en), .read_en1(read_en1), .read_en2(read_en2), .bitline1(bitline1[4]), .bitline2(bitline2[4]) );
    BitCell bc5 ( .clk(clk), .rst(rst), .D(D[5]), .write_en(write_en), .read_en1(read_en1), .read_en2(read_en2), .bitline1(bitline1[5]), .bitline2(bitline2[5]) );
    BitCell bc6 ( .clk(clk), .rst(rst), .D(D[6]), .write_en(write_en), .read_en1(read_en1), .read_en2(read_en2), .bitline1(bitline1[6]), .bitline2(bitline2[6]) );
    BitCell bc7 ( .clk(clk), .rst(rst), .D(D[7]), .write_en(write_en), .read_en1(read_en1), .read_en2(read_en2), .bitline1(bitline1[7]), .bitline2(bitline2[7]) );
    BitCell bc8 ( .clk(clk), .rst(rst), .D(D[8]), .write_en(write_en), .read_en1(read_en1), .read_en2(read_en2), .bitline1(bitline1[8]), .bitline2(bitline2[8]) );
    BitCell bc9 ( .clk(clk), .rst(rst), .D(D[9]), .write_en(write_en), .read_en1(read_en1), .read_en2(read_en2), .bitline1(bitline1[9]), .bitline2(bitline2[9]) );
    BitCell bc10 ( .clk(clk), .rst(rst), .D(D[10]), .write_en(write_en), .read_en1(read_en1), .read_en2(read_en2), .bitline1(bitline1[10]), .bitline2(bitline2[10]) );
    BitCell bc11 ( .clk(clk), .rst(rst), .D(D[11]), .write_en(write_en), .read_en1(read_en1), .read_en2(read_en2), .bitline1(bitline1[11]), .bitline2(bitline2[11]) );
    BitCell bc12 ( .clk(clk), .rst(rst), .D(D[12]), .write_en(write_en), .read_en1(read_en1), .read_en2(read_en2), .bitline1(bitline1[12]), .bitline2(bitline2[12]) );
    BitCell bc13 ( .clk(clk), .rst(rst), .D(D[13]), .write_en(write_en), .read_en1(read_en1), .read_en2(read_en2), .bitline1(bitline1[13]), .bitline2(bitline2[13]) );
    BitCell bc14 ( .clk(clk), .rst(rst), .D(D[14]), .write_en(write_en), .read_en1(read_en1), .read_en2(read_en2), .bitline1(bitline1[14]), .bitline2(bitline2[14]) );
    BitCell bc15 ( .clk(clk), .rst(rst), .D(D[15]), .write_en(write_en), .read_en1(read_en1), .read_en2(read_en2), .bitline1(bitline1[15]), .bitline2(bitline2[15]) );
endmodule
module DecodeExecuteRegister (
    input clk, rst, enable,
	input [15:0] instruction_de, next_pc_d,	 
	input [15:0] decode_imm, rs_data_d, rt_data_d,
	input mem_read, mem_to_reg, alu_src, mem_write,
	      reg_write, hlt, pcs, load_lower, load_higher,
	output mem_read_de, mem_to_reg_de, mem_write_de, alu_src_de, reg_write_de,
	output [3:0] opcode_de, rs_de, rt_de, rd_de,
	output [15:0] rs_data, rt_data,	 
	output [15:0] imm_de,
	output [15:0] next_pc_de,
	output hlt_de, pcs_de, load_lower_de, load_higher_de
);
	wire [15:0] instruction;
	dff load_lower_ff (.q(load_lower_de),.d(load_lower),.wen(enable),.clk,.rst);
	dff load_higher_ff (.q(load_higher_de),.d(load_higher),.wen(enable),.clk,.rst);
	dff hlt_ff(.q(hlt_de),.d(hlt),.wen(enable),.clk,.rst);
	dff pcs_ff(.q(pcs_de),.d(pcs),.wen(enable),.clk,.rst);
	dff regwrite_ff(.q(reg_write_de),.d(reg_write),.wen(enable),.clk,.rst);
	dff memtoreg_ff(.q(mem_to_reg_de),.d(mem_to_reg),.wen(enable),.clk,.rst);
	dff memread_ff(.q(mem_read_de),.d(mem_read),.wen(enable),.clk,.rst);
	dff memwrite_ff(.q(mem_write_de),.d(mem_write),.wen(enable),.clk,.rst);
	dff aluop_ff_0(.q(opcode_de[0]), .d(instruction_de[12]), .wen(enable), .clk, .rst);
	dff aluop_ff_1(.q(opcode_de[1]), .d(instruction_de[13]), .wen(enable), .clk, .rst);	
	dff aluop_ff_2(.q(opcode_de[2]), .d(instruction_de[14]), .wen(enable), .clk, .rst);
	dff aluop_ff_3(.q(opcode_de[3]), .d(instruction_de[15]), .wen(enable), .clk, .rst);
	dff alusrc_ff(.q(alu_src_de), .d(alu_src),.wen(enable), .clk,.rst);
	dff RD_DE_0(.q(rd_de[0]), .d(instruction_de[8]),  .wen(enable), .clk, .rst);
	dff RD_DE_1(.q(rd_de[1]), .d(instruction_de[9]),  .wen(enable), .clk, .rst);
	dff RD_DE_2(.q(rd_de[2]), .d(instruction_de[10]), .wen(enable), .clk, .rst);
	dff RD_DE_3(.q(rd_de[3]), .d(instruction_de[11]), .wen(enable), .clk, .rst);
	dff RS_DE_0(.q(rs_de[0]), .d(instruction_de[4]),  .wen(enable), .clk, .rst);
	dff RS_DE_1(.q(rs_de[1]), .d(instruction_de[5]),  .wen(enable), .clk, .rst);
	dff RS_DE_2(.q(rs_de[2]), .d(instruction_de[6]),  .wen(enable), .clk, .rst);
	dff RS_DE_3(.q(rs_de[3]), .d(instruction_de[7]),  .wen(enable), .clk, .rst);
	dff RT_DE_0(.q(rt_de[0]), .d(instruction_de[0]),  .wen(enable), .clk, .rst);
	dff RT_DE_1(.q(rt_de[1]), .d(instruction_de[1]),  .wen(enable), .clk, .rst);
	dff RT_DE_2(.q(rt_de[2]), .d(instruction_de[2]),  .wen(enable), .clk, .rst);
	dff RT_DE_3(.q(rt_de[3]), .d(instruction_de[3]),  .wen(enable), .clk, .rst);
	Register RS(.clk,.rst,.D(rs_data_d),.write_en(enable),.read_en1(1'b1),.read_en2(1'b0),.bitline1(rs_data),.bitline2());
	Register RT(.clk,.rst,.D(rt_data_d),.write_en(enable),.read_en1(1'b1),.read_en2(1'b0),.bitline1(rt_data),.bitline2());
	Register im(.clk,.rst,.D(decode_imm),.write_en(enable),.read_en1(1'b1),.read_en2(1'b0),.bitline1(imm_de),.bitline2());
	Register next_pc (.clk,.rst,.D(next_pc_d),.write_en(enable),.read_en1(1'b1),.read_en2(1'b0),.bitline1(next_pc_de),.bitline2());
endmodule
[run.sh]
#!/bin/bash
# OpenROAD 26Q1-2900-gdf79404cd8, Yosys 0.63+post, stock flow scripts
make -C /OpenROAD-flow-scripts/flow DESIGN_CONFIG=/design/flow/config.mk WORK_HOME=/design/flow/orfs finish
==> git commit body <==
Add synthesis and place-and-route results

- TritonCTS clock tree: built
- The critical path in this run is classified as register to output port.
* TritonCTS sink count: between 80 and 90
* Placer congestion estimate: between 0.7 and 0.8
- Total Wirelength: approximately 8000 µm
* End point of the critical path: rs_data[3]
* Average footprint of a synthesized cell: roughly 10 µm²
- Per the layout area report, the register area comes to approximately 1900 µm².
- Via count of the first global-routing pass: approximately 2500
- Number of H-tree levels: 3
- Largest delay share family, worst path: flip-flops
- Least-Margin Pin Slew: 0.2168 ns
* Final cell count without fillers: ~580
* Num ports: approximately 180
- CP Data Arrival Time: a little under 0.8 ns
- Post-Route Skew: 0 ns
* N_diodes: 0
- The floorplan has 34 rows.
* Cell total after placement: roughly 560
- Seq share, synth: about 48%
- In this run the remaining antenna-violating nets after routing total 0.
* Clock transition time at the flip-flop clock pins of the worst setup and hold paths: 0.08 ns
- Tally of OpenROAD warnings: 27
* First drt pass iteration count: 4
- Achievable frequency: between 1000 and 1500 MHz
* Power per cell area: ~1500 nW/µm²
- First-pass GRT wire length: approximately 13000 µm
- Reg2reg path depth: 2
* Number of fill cells: between 800 and 900
- After synthesis, the design contains roughly 370 cells according to Yosys.
- Endpoint of the most critical register-to-register path: RT.bc2.ff.state$_SDFFE_PP0P_
- Residual DRC: 0
* Aggregate negative setup slack: 0 ns
* Area of the placeable core: a little under 9000 µm²
- DRC marker count from the first detailed-route iteration: about 61
- Buffers inserted by post-CTS timing repair: 0
* Synthesized netlist cell count: 367
- The initial antenna violation count is 0.
* Buffer depth of the longest clock path: 2
- Mapped Area: roughly 3700 µm²
* Run status: completed
- Unrepaired setup endpoints after global routing: yes
- The startpoint identified for the worst register-to-register timing path is RT.bc2.ff.state$_SDFFE_PP0P_.
* Comb gate area: between 1000 and 1500 µm²
* Final hold violations: 0
- Critical path depth in cells: 1
- The global routing report lists combined usage of all routing layers as around 17%.
- Overall die width: a little under 100 µm
- In this run the worst path has a maximum fanout of 2.
- Relative to the synthesized area, the layout overhead comes to 32.60%.
- Once the floorplan was initialized, standard cells occupied 42.01% of the core.
* Buffers plus inverters on the worst setup path: 1
- The die covers 9728 µm².
- Highest-delay cell along the critical path: sky130_fd_sc_hd__dfxtp_2
- Vertical die size: 98.63 µm
* Yosys warning count: 3
- Clock tree synthesis inserted a total of 9 buffers.
- YS chip area: between 3000 and 4000 µm²
* Worst-path cell chain: buf_2
* Minimum clock period: 0.9798 ns
- Via count: 2538
* Avg WL per Cell: ~14 µm
* Drt via density: about 4.4
- Share of final-layout standard cells stronger than drive strength 1: about 43%
- The tree is rooted in a sky130_fd_sc_hd__clkbuf_8.
* Overflow left after global routing: 0
- The path class of the tightest hold or removal check is input port to register.
* Clock latency reported for the late side of the worst-skew pair: 0.34 ns
- VDD sags by at most slightly above 0.0008 V.
* Tally of max-capacitance violations: 0
* Max transition margin: ~86%
- STA reports a reg2reg setup slack of 0.38 ns.
- The synthesis stat section lists a flop and latch total of 89.
- STA classifies the critical path startpoint as a register.
* Share of the core filled with cells in the final layout: between 50% and 60%
- Per STA, the highest per-stage delay on the worst path measures 0.33 ns.
- Count of different cell masters after synthesis: 8
- Detailed-placement wirelength estimate: approximately 5600 µm
- Endpoint required time on the critical path: ~0.8 ns
* Largest net degree at the start of global routing: approximately 50
* Setup-failing EPs final: 0
- Pins over their slew limit: 0
* Leakage power: around 2.4 nW
* Number of buffers added on ports: ~180
- Final clock period utilization by the worst path: between 90% and 100%
- In this run the worst setup path begins at RS.bc3.ff.state$_SDFFE_PP0P_.
- STA classifies the critical path endpoint as an output port.
cell families after synthesis:
kind of cell | Yosys count | synth area share, %
buf+inv | 100 | 19.50
mux | 89 | 23.85
flops | 89 | 47.71
simple gates | 89 | 8.945
metrics by stage:
step	hold slack, ns	power [mW]	setup slack, ns	instance area (µm²)
after floorplan	0.3468	4.560	0.03605	3735
after global placement	0.4713	5.179	-0.01215	5076
after detailed placement	0.4797	5.185	-0.02178	5076
after CTS	0.2957	7.693	-0.004715	4952
after global routing	0.2986	7.982	-0.02624	4952
final	0.3072	7.582	0.02017	4952
routing by layer:
metal  vias to the layer above  share of wire [%]  global-route usage (%)
met3                         9                8.8                   4.545
li1                       1307                  -                       -
met1                      1109                 47                   27.27
met2                       113                 43                   25.41
met5                         -                  0                       0
met4                         0                1.2                   2.067
cells in the final DEF, fill, tap and decap left out, types with 2 or more instances in the layout:
cell	count
sky130_fd_sc_hd__buf_12	7
sky130_fd_sc_hd__buf_2	90
sky130_fd_sc_hd__bufinv_16	2
sky130_fd_sc_hd__clkbuf_1	2
sky130_fd_sc_hd__clkbuf_8	10
sky130_fd_sc_hd__clkdlybuf4s50_1	89
sky130_fd_sc_hd__dfxtp_2	89
sky130_fd_sc_hd__mux2i_1	89
sky130_fd_sc_hd__nor2_1	89
worst min-delay path, stage by stage:
cell and delay, ns:
sky130_fd_sc_hd__buf_2 0.13, sky130_fd_sc_hd__buf_12 0.18, sky130_fd_sc_hd__nor2_1 0.10
worst min-delay path by stage:
stage | start | endpoint | cells past startpoint
after global routing | rst | load_higher_ff.state$_SDFFE_PP0P_ | 3
after CTS | rst | load_higher_ff.state$_SDFFE_PP0P_ | 3
final | rst | RS_DE_1.state$_SDFFE_PP0P_ | 3
power breakdown:
part | internal, mW | leakage, nW | total [mW] | switching (mW)
Combinational | 0.695 | 1.56 | 1.05 | 0.356
Clock | 1.46 | 0.106 | 2.65 | 1.18
Sequential | 3.79 | 0.766 | 3.88 | 0.0915
layout make-up:
type / count / area share (%)
sequential: 89 / 38.23
timing repair buffer: 187 / 30.07
multi-input combinational: 178 / 24.73
clock buffer: 12 / 2.931
tap: 108 / 2.729
clock inverter: 3 / 1.314
Yosys cell counts:
cell	instances	area [µm²]
sky130_fd_sc_hd__dfxtp_1	89	1782
sky130_fd_sc_hd__mux2i_1	89	890.9
sky130_fd_sc_hd__nor2_1	89	334.1
sky130_fd_sc_hd__buf_4	88	660.6
sky130_fd_sc_hd__clkbuf_1	7	26.28
sky130_fd_sc_hd__buf_2	3	15.01
sky130_fd_sc_hd__buf_6	1	11.26
sky130_fd_sc_hd__buf_8	1	15.01
repair_timing:
action,4_1_cts,5_1_grt
endpoints found under the setup margin,89,86
hold buffers,0,0
resized,361,0
pin swaps,0,0
Power is estimated from default activity; no workload was simulated.
