==> ./design.v <==
module dff (q, d, wen, clk, rst);
    output         q;  
    input          d;  
    input 	   wen;  
    input          clk;  
    input          rst;  
    reg            state;
    assign q = state;
    always @(posedge clk) begin
      state = rst ? 0 : (wen ? d : state);
    end
endmodule
module BitCell (
	input clk,
	input rst,
	input D,
	input write_en,
	input read_en1,
	input read_en2,
	inout bitline1,
	inout bitline2
);
	wire out;
	dff ff ( .q(out), .d(D), .wen(write_en), .clk(clk), .rst(rst) );
	assign bitline1 = read_en1 ? out : 1'bz;
	assign bitline2 = read_en2 ? out : 1'bz;
endmodule
module Register(
    input clk,
    input rst,
    input[15:0] D,
    input write_en,
    input read_en1,
    input read_en2,
    inout[15:0] bitline1,
    inout[15:0] bitline2
);
    BitCell bc0 ( .clk(clk), .rst(rst), .D(D[0]), .write_en(write_en), .read_en1(read_en1), .read_en2(read_en2), .bitline1(bitline1[0]), .bitline2(bitline2[0]) );
    BitCell bc1 ( .clk(clk), .rst(rst), .D(D[1]), .write_en(write_en), .read_en1(read_en1), .read_en2(read_en2), .bitline1(bitline1[1]), .bitline2(bitline2[1]) );
    BitCell bc2 ( .clk(clk), .rst(rst), .D(D[2]), .write_en(write_en), .read_en1(read_en1), .read_en2(read_en2), .bitline1(bitline1[2]), .bitline2(bitline2[2]) );
    BitCell bc3 ( .clk(clk), .rst(rst), .D(D[3]), .write_en(write_en), .read_en1(read_en1), .read_en2(read_en2), .bitline1(bitline1[3]), .bitline2(bitline2[3]) );
    BitCell bc4 ( .clk(clk), .rst(rst), .D(D[4]), .write_en(write_en), .read_en1(read_en1), .read_en2(read_en2), .bitline1(bitline1[4]), .bitline2(bitline2[4]) );
    BitCell bc5 ( .clk(clk), .rst(rst), .D(D[5]), .write_en(write_en), .read_en1(read_en1), .read_en2(read_en2), .bitline1(bitline1[5]), .bitline2(bitline2[5]) );
    BitCell bc6 ( .clk(clk), .rst(rst), .D(D[6]), .write_en(write_en), .read_en1(read_en1), .read_en2(read_en2), .bitline1(bitline1[6]), .bitline2(bitline2[6]) );
    BitCell bc7 ( .clk(clk), .rst(rst), .D(D[7]), .write_en(write_en), .read_en1(read_en1), .read_en2(read_en2), .bitline1(bitline1[7]), .bitline2(bitline2[7]) );
    BitCell bc8 ( .clk(clk), .rst(rst), .D(D[8]), .write_en(write_en), .read_en1(read_en1), .read_en2(read_en2), .bitline1(bitline1[8]), .bitline2(bitline2[8]) );
    BitCell bc9 ( .clk(clk), .rst(rst), .D(D[9]), .write_en(write_en), .read_en1(read_en1), .read_en2(read_en2), .bitline1(bitline1[9]), .bitline2(bitline2[9]) );
    BitCell bc10 ( .clk(clk), .rst(rst), .D(D[10]), .write_en(write_en), .read_en1(read_en1), .read_en2(read_en2), .bitline1(bitline1[10]), .bitline2(bitline2[10]) );
    BitCell bc11 ( .clk(clk), .rst(rst), .D(D[11]), .write_en(write_en), .read_en1(read_en1), .read_en2(read_en2), .bitline1(bitline1[11]), .bitline2(bitline2[11]) );
    BitCell bc12 ( .clk(clk), .rst(rst), .D(D[12]), .write_en(write_en), .read_en1(read_en1), .read_en2(read_en2), .bitline1(bitline1[12]), .bitline2(bitline2[12]) );
    BitCell bc13 ( .clk(clk), .rst(rst), .D(D[13]), .write_en(write_en), .read_en1(read_en1), .read_en2(read_en2), .bitline1(bitline1[13]), .bitline2(bitline2[13]) );
    BitCell bc14 ( .clk(clk), .rst(rst), .D(D[14]), .write_en(write_en), .read_en1(read_en1), .read_en2(read_en2), .bitline1(bitline1[14]), .bitline2(bitline2[14]) );
    BitCell bc15 ( .clk(clk), .rst(rst), .D(D[15]), .write_en(write_en), .read_en1(read_en1), .read_en2(read_en2), .bitline1(bitline1[15]), .bitline2(bitline2[15]) );
endmodule
module ExecuteMemoryRegister (
    input clk, rst, enable, hlt_de,
    input mem_read_de, mem_write_de, mem_to_reg_de, reg_write_de, pcs_de, 
	input [3:0] dst_reg_x, opcode_de, rt_in, 
    input [15:0] next_pc_de, reg2_de, alu_out1, 
    output [3:0] write_reg_xm, rt_out, opcode_xm,
    output hlt_xm, mem_read_xm, mem_write_xm, mem_to_reg_xm, reg_write_xm, pcs_xm,  
    output [15:0] next_pc_xm, reg2_xm, alu_out2
);
    dff hlt         ( .d(hlt_de), .q(hlt_xm), .wen(enable), .clk(clk), .rst(rst) );
    dff mem_read    ( .d(mem_read_de), .q(mem_read_xm), .wen(enable), .clk(clk), .rst(rst) );
    dff mem_write   ( .d(mem_write_de), .q(mem_write_xm), .wen(enable), .clk(clk), .rst(rst) );
    dff mem_to_reg  ( .d(mem_to_reg_de), .q(mem_to_reg_xm), .wen(enable), .clk(clk), .rst(rst) );
    dff reg_write   ( .d(reg_write_de), .q(reg_write_xm), .wen(enable), .clk(clk), .rst(rst) );
    dff pcs         ( .d(pcs_de), .q(pcs_xm), .wen(enable), .clk(clk), .rst(rst) );
    dff opcode0     ( .d(opcode_de[0]), .q(opcode_xm[0]), .wen(enable), .clk(clk), .rst(rst) );
    dff opcode1     ( .d(opcode_de[1]), .q(opcode_xm[1]), .wen(enable), .clk(clk), .rst(rst) );
    dff opcode2     ( .d(opcode_de[2]), .q(opcode_xm[2]), .wen(enable), .clk(clk), .rst(rst) );
    dff opcode3     ( .d(opcode_de[3]), .q(opcode_xm[3]), .wen(enable), .clk(clk), .rst(rst) );
    dff reg2_0      ( .d(dst_reg_x[0]), .q(write_reg_xm[0]), .wen(enable), .clk(clk), .rst(rst) );
    dff reg2_1      ( .d(dst_reg_x[1]), .q(write_reg_xm[1]), .wen(enable), .clk(clk), .rst(rst) );
    dff reg2_2      ( .d(dst_reg_x[2]), .q(write_reg_xm[2]), .wen(enable), .clk(clk), .rst(rst) );
    dff reg2_3      ( .d(dst_reg_x[3]), .q(write_reg_xm[3]), .wen(enable), .clk(clk), .rst(rst) );
    dff rt0         ( .d(rt_in[0]), .q(rt_out[0]), .wen(enable), .clk(clk), .rst(rst) );
    dff rt1         ( .d(rt_in[1]), .q(rt_out[1]), .wen(enable), .clk(clk), .rst(rst) );
    dff rt2         ( .d(rt_in[2]), .q(rt_out[2]), .wen(enable), .clk(clk), .rst(rst) );
    dff rt3         ( .d(rt_in[3]), .q(rt_out[3]), .wen(enable), .clk(clk), .rst(rst) );
    Register next_pc ( .clk(clk), .rst(rst), .D(next_pc_de), .write_en(enable), .read_en1(1'b1), .read_en2(1'b0), .bitline1(next_pc_xm), .bitline2() );
    Register alu     ( .clk(clk), .rst(rst), .D(alu_out1), .write_en(enable), .read_en1(1'b1), .read_en2(1'b0), .bitline1(alu_out2), .bitline2() );
    Register reg2    ( .clk(clk), .rst(rst), .D(reg2_de), .write_en(enable), .read_en1(1'b1), .read_en2(1'b0), .bitline1(reg2_xm), .bitline2() );
endmodule
==> ./run.sh <==
#!/bin/bash
# OpenROAD 26Q1-2900-gdf79404cd8, Yosys 0.63+post, stock flow scripts
make -C /OpenROAD-flow-scripts/flow DESIGN_CONFIG=/design/flow/config.mk WORK_HOME=/design/flow/orfs finish
==> ./config.mk <==
export PLATFORM = sky130hd
export DESIGN_NAME = ExecuteMemoryRegister
export DESIGN_NICKNAME = ExecuteMemoryRegister
export VERILOG_FILES = /design/flow/design.v
export SDC_FILE = /design/flow/constraint.sdc
export NUM_CORES = 4
export LEC_CHECK = 1
export CORE_UTILIZATION = 30
==> ./constraint.sdc <==
current_design ExecuteMemoryRegister

set clk_period 1.1
set clk_io_pct 0.2

create_clock -name clk0 -period $clk_period [get_ports {clk}]

set non_clock_inputs [all_inputs -no_clocks]
set_input_delay [expr $clk_period * $clk_io_pct] -clock clk0 $non_clock_inputs
set_output_delay [expr $clk_period * $clk_io_pct] -clock clk0 [all_outputs]
==> metrics.csv <==
metric,value,unit
hold_buf cts,0,
Setup CP Type,flop to output port,
H-Tree Level Count,3,
Die Area,9850,sq um
I/O pins,135,
Hold/Removal Path Class,primary input to flop,
reg2reg setup slack,0.39,ns
Final Slew Violations,0,
fin crit period,1.06,ns
layout cells sized above 1,31.3,%
Wirelength per Cell,12.1,um
Row Count,35,
DRT Pass-1 Iters,3,
Crit-path slowest cell,dfxtp_2,
most frequent cells in the layout,"mux2i_1, nor2_1, dfxtp_2, clkdlybuf4s50_1, clkdlybuf4s15_1",
Post-DRT Antenna Nets,0,
setup violators final,0,
fmax,946,MHz
synthesized area per cell,10.4,sq um
fa+ha+maj area frac,0,%
Psw,1.17,mW
CTS Buffer Depth,2,
hold endpoint,next_pc.bc2.ff.state,
area of the core,9200,sq um
initial DRC count,26,
Final Hold Viols,0,
Worst-Skew Late Latency,0.34,ns
first-pass GRT wire length,8.77,mm
clk sinks,66,
Vias/cell,4.18,
largest net degree at the start of global routing,37,
WHS,0.314,ns
CTS tree,yes,
cell area after layout,3970,sq um
Critical Path RT,0.88,ns
reg2reg end,reg2_3.state,
grt ovf,0,
# port buffers,134,
status,finished clean,
Main logic family,multiplexers,
crit share post-route,96.1,%
final wirelength,5.65,mm
crit path DAT,0.84,ns
Die W,99.3,um
Clock Power Share,34.5,%
skew final,0,ns
TritonCTS buffer count,9,
root buffer cell,clkbuf_8,
switch share,22.6,%
antenna cells,0,
MaxCap Viol Count,0,
Slew HR,89.8,%
"Seq share, synth",46.6,%
flops out of synthesis,66,
cell-internal power,4.00,mW
yosys stat chip area,2840,sq um
worst-path maximum fanout,2,
Comb pwr share,14.6,%
crit-path leading delay family,flip-flops,
Synth Area in XOR/XNOR,0,%
ys cells,273,
# fillers,867,
Cell variety after synth,8,
"Buf+Inv Stages, Crit Path",1,
Worst-Margin Slew,0.149,ns
Flop pwr share,50.8,%
Floorplan Utilization,30.9,%
DP Area,3800,sq um
DRC,0,
initial antenna violation count,0,
Power Dens Cells,1300,nW/um^2
dpl ws,0.0461,ns
mux share of post-synthesis cell area,23.3,%
Hold Crit Start,rst,
RSZ-0062 raised after global routing,no,
VDD IR-drop max,0.447,mV
routability cong.,0.677,
CP Capture Type,output port,
path depth of the worst reg2reg path,3,
WHS Path Cells,3,
"Warnings, synthesis",3,
tally of OpenROAD warnings,25,
HPWL Detailed,3.81,mm
Synth Cell Area,2840,sq um
area delta synth->final,40.0,%
number of global-route vias before repair,1832,
critical path startpoint category,flop,
Worst Slack Setup Final,0.0431,ns
simple share,8.73,%
FF-to-FF Start,reg2_3.state,
gr usage total,11.3,%
max incr delay on CP,0.32,ns
P_leak,1.80,nW
post-synthesis cell count,273,
vias,1948,
clock-pin slew on the worst setup and hold paths,0.07,ns
die height,99.3,um
crit-path cells,clkdlybuf4s15_1,
area fraction in compound gates,0,%
setup TNS,0,ns
==> cell families (layout without fill, tap and decap cells) <==
| logic type | after synthesis | after routing |
|---|---|---|
| buf+inv | 75 | 157 |
| flops | 66 | 66 |
| mux | 66 | 66 |
| simple gates | 66 | 66 |
==> power groups by stage <==
stage | Combinational, mW | Sequential, mW | Clock [mW]
4_1_cts | 0.790 | 2.63 | 1.89
5_1_grt | 0.827 | 2.64 | 1.99
6_report | 0.757 | 2.63 | 1.78
==> layout make-up <==
type,count,area (sq um),share of cell area (%)
Sequential cell,66,1400,35.3
Clock inverter,3,15.0,0.378
Multi-Input combinational cell,132,908,22.9
Tap cell,111,139,3.50
Clock buffer,12,155,3.91
Timing Repair Buffer,142,1350,34.0
==> synthesized netlist by cell type <==
cell type  count  share of area (%)
dfxtp_1       66                 47
mux2i_1       66                 23
buf_4         62                 16
buf_12         5                3.5
nor2_1        66                8.7
buf_6          1               0.40
buf_2          4               0.71
clkbuf_1       3               0.40
==> worst max-delay path by stage <==
stage	from	cells after the start	end	slack [ns]
after CTS	alu.bc9.ff.state	1	alu_out2[9]	0.009
after global routing	reg2.bc3.ff.state	1	reg2_xm[3]	0.0003
final	reg2.bc5.ff.state	1	reg2_xm[5]	0.04
==> per-stage QoR <==
step	util (%)	cells	total power, mW
after global routing	43.2	466	5.46
after CTS	44.2	465	5.31
after global placement	41.3	448	3.48
after detailed placement	41.3	448	3.49
final	43.2	466	5.17
after floorplan	-	273	3.10
==> routing by layer <==
metal	GRT usage (%)	vias to the layer above	part of all wire (%)
met5	0	-	0
met4	2.71	0	2.2
met3	4.86	11	9.7
met2	16.2	88	41
met1	16.0	874	47
li1	-	975	-
==> timing repair <==
| action | CTS | global route |
|---|---|---|
| setup endpoints to repair | 66 | 21 |
| buffers inserted | 2 | 1 |
| resized | 200 | 20 |
Power figures rest on the tool's default switching activity, not on a simulated workload.
